## design/flow/design.v

```verilog
module nios_small_pio(
  CLK_I ,
  RST_I ,
  BUT_I ,
  LED0_O,
  LED1_O,
  TEST_O);
  input CLK_I ;
  input RST_I ;
  input BUT_I ;
  output [4-1:0] LED0_O;
  output [4-1:0] LED1_O;
  output         TEST_O;
  wire [8-1:0] W_U_timer_CNTVAL;
  timer U_timer(
  .CLK_I   (CLK_I),
  .CNTVAL  (W_U_timer_CNTVAL));
  wire [8-1:0] W_U_bcnt_CNTVAL;
  button_counter U_bcnt(
    .CLK_I   (CLK_I           ),
    .BUT_I   (BUT_I           ),
    .CNTVAL  (W_U_bcnt_CNTVAL));
  nios_cpu U_nios ( 
  .clk_0                       (CLK_I            ),     
  .out_port_from_the_pio_0_out (LED0_O           ),     
  .out_port_from_the_pio_1_out (LED1_O           ),     
  .in_port_to_the_pio_2_in     (W_U_timer_CNTVAL ),     
  .in_port_to_the_pio_3_in     (W_U_bcnt_CNTVAL  ),     
  .reset_n                     (~RST_I           ));    
endmodule
module button_counter(
CLK_I   ,
BUT_I   ,
CNTVAL  );
input           CLK_I, BUT_I;
output  [8-1:0] CNTVAL;
assign CNTVAL = W_U_but_cnt255_CNTVAL;
  wire W_U_but_in_out_OUT;
  button_in_out U_but_in_out(
  .CLK    (CLK_I                ),    
  .IN     (BUT_I                ),    
  .OUT    (W_U_but_in_out_OUT   ));   
  wire W_U_nedge_PEDGE_O;
  get_negedge U_nedge(
  .CLK_I  (CLK_I                ),
  .IN     (W_U_but_in_out_OUT   ),
  .NEDGE_O(W_U_nedge_PEDGE_O    ));
  wire[8-1:0] W_U_but_cnt255_CNTVAL;
  cnt_en_0to255 U_but_cnt255(
  .CLK   (CLK_I                 ),    
  .CNTVAL(W_U_but_cnt255_CNTVAL ),    
  .EN    (W_U_nedge_PEDGE_O     ),    
  .OV    (            ));   
endmodule 
module timer(
CLK_I   ,
CNTVAL  );
input           CLK_I   ;
output [8-1:0]  CNTVAL  ;
  assign CNTVAL = W_U_timer_cnt255_CNTVAL;
  wire [8-1:0] W_U_timer_cnt255_CNTVAL;
  cnt_en_0to255 U_timer_cnt255(
  .CLK   (CLK_I                     ),    
  .CNTVAL(W_U_timer_cnt255_CNTVAL   ),    
  .EN    (W_U_timer_OV              ),    
  .OV    (                          ));   
  wire W_U_timer_OV ;   
  cnt_sync U_timer(
  .CLK   (CLK_I),    
  .CNTVAL(),    
  .OV    (W_U_timer_OV));   
endmodule
module cnt_sync(
  CLK   ,    
  CNTVAL,    
  OV    );   
input CLK;
output [32-1:0] CNTVAL;
output OV;
parameter MAX_VAL = 25_000_000;
reg [32-1:0] CNTVAL;
reg OV;
always @ (posedge CLK) begin
  if(CNTVAL >= MAX_VAL)
    CNTVAL <= 0;
  else
    CNTVAL <= CNTVAL + 1'b1;
end
always @ (CNTVAL) begin
  if(CNTVAL == MAX_VAL)
    OV = 1'b1;
  else
    OV = 1'b0;
end
endmodule    
module cnt_en_0to255(
  CLK   ,    
  CNTVAL,    
  EN    ,
  OV    );   
input CLK;
input EN;
output [8-1:0] CNTVAL;
output OV;
reg [8-1:0] CNTVAL;
reg OV;
always @ (posedge CLK) begin
  if(EN) begin   
    if(CNTVAL >= 255)
      CNTVAL <= 0;
    else
      CNTVAL <= CNTVAL + 1'b1;
  end
  else
    CNTVAL <= CNTVAL ;   
end
always @ (CNTVAL) begin
  if(CNTVAL == 255)
    OV = 1'b1;
  else
    OV = 1'b0;
end
endmodule    
module button_in_out(
  CLK       ,    
  IN     ,    
  OUT    );   
parameter CNT_WL          = 20  ;                
parameter CNT_MAX         = 20'd250_000          ;   
parameter CNT_MAX68       = (CNT_MAX >> 3) * 6  ;  
parameter CNT_MAX78       = (CNT_MAX >> 3) * 7  ;  
input   CLK, IN;
output  OUT;
reg     button_in_d1R, button_in_d2R;
reg     [CNT_WL-1:0] counterR;    
reg     buttonIn0R, buttonIn1R, buttonIn2R, buttonIn3R, buttonOutR;
assign  OUT = buttonOutR;
always @ (posedge CLK) begin
  button_in_d1R <= IN;
  button_in_d2R <= button_in_d1R;
end
always @ (posedge CLK) begin
  if(counterR == 0)
    buttonIn0R <= button_in_d2R;
  else
    buttonIn0R <= buttonIn0R;
  if(counterR == CNT_MAX68)
    buttonIn1R <= button_in_d2R;
  else
    buttonIn1R <= buttonIn1R;
  if(counterR == CNT_MAX78)
    buttonIn2R <= button_in_d2R;
  else
    buttonIn2R <= buttonIn2R;
  if(counterR == CNT_MAX)
    buttonIn3R <= button_in_d2R;
  else
    buttonIn3R <= buttonIn3R;
end
always @(posedge CLK) begin
  if(counterR < CNT_MAX)
    counterR <= counterR + 1;
  else
    counterR <= 0;
end
always @(posedge CLK) begin
  if(buttonIn0R == buttonIn1R == buttonIn2R == buttonIn3R )
    buttonOutR <= buttonIn3R;
  else
    buttonOutR <= buttonOutR;
end
endmodule    
module get_negedge(
  CLK_I  ,
  IN     ,
  NEDGE_O);
input CLK_I, IN;
output NEDGE_O;
reg R1_in, NEDGE_O;
always @ (posedge CLK_I)begin
  R1_in <= IN;
  if((IN == 1'b0) && (R1_in == 1'b1)) begin
    NEDGE_O <= 1'b1;
  end
  else begin
    NEDGE_O <= 1'b0;
  end
end
endmodule
```

## design/flow/run.sh

```bash
#!/bin/bash
# OpenROAD 26Q1-2900-gdf79404cd8, Yosys 0.63+post, stock flow scripts
make -C /OpenROAD-flow-scripts/flow DESIGN_CONFIG=/design/flow/config.mk WORK_HOME=/design/flow/orfs finish
```

## design/flow/config.mk

```make
export PLATFORM = sky130hd
export DESIGN_NAME = button_counter
export DESIGN_NICKNAME = button_counter
export VERILOG_FILES = /design/flow/design.v
export SDC_FILE = /design/flow/constraint.sdc
export NUM_CORES = 4
export LEC_CHECK = 1
export CORE_UTILIZATION = 30
```

## design/flow/constraint.sdc

```tcl
current_design button_counter

set clk_period 2.7
set clk_io_pct 0.2

create_clock -name clk0 -period $clk_period [get_ports {CLK_I}]

set non_clock_inputs [all_inputs -no_clocks]
set_input_delay [expr $clk_period * $clk_io_pct] -clock clk0 $non_clock_inputs
set_output_delay [expr $clk_period * $clk_io_pct] -clock clk0 [all_outputs]
```

==> flow_summary.yaml <==
# flow metrics
detailed_routing:
  wire_per_inst_um: 11.2
  routed-via-count: 1194
  wirelength_um: 2830
  detail-route-antenna-nets: 0
  drt_pass1_iterations: 4
  drcViolationCount: 0
  n_antenna_cell: 0
  drt_iter0_drc: 67
  viasPerCell: 4.70
timing:
  tightest_slew_ps: 516
  finalSetupViolations: 0
  clock_skew_ps: 12.7
  final_hold_viol_count: 0
  fmax_ghz: 0.545
  rsz0062_at_grt: "false"
  finalClockPeriodUsage_pct: 68.0
  relSlewSlack_pct: 65.3
  drv_slew: 0
  tns_ps: 0
  final.min_clock_period_ps: 1840
pwr:
  p_int_w: 0.000773
  swShare_pct: 21.5
  peakVddDrop_mv: 0.233
  power_leakage_nw: 0.613
  p_comb_share_pct: 2.4
  seq_power_share_pct: 60.0
  pwr-share-clk_pct: 37.6
  p_per_area_nw_per_um2: 507
  netSwitchingPower_w: 0.000211
job:
  tool_warnings: 27
  maxCapViolations: 0
synthesis:
  synth.distinct_cells: 38
  synth_seq_share_pct: 50.3
  synthArstFlopShare_pct: 0
  yosys_area_um2: 1730
  yosys-stat-cells: 170
  ys_ff: 37
  netlist_instances: 170
  ys_warn_count: 3
  synth_top_flop_cell: "dfxtp_1"
  syn_area_um2: 1730
  synth-edff-count: 13
  syn_area_per_cell_um2: 10.2
setup_path:
  required_ps: 2670
  cp-start-kind: "register"
  cp-end-kind: "register"
  critPathKind: "register to register"
  worstPathMaxFanout: 4
  rr_worst_depth: 4
  arrival_ps: 1810
global_routing:
  grt_max_degree: 13
  grt_first_pass_wirelength_um: 5200
  gr-total-overflow: 0
  antenna_found_initial: 0
  grt_pass1_vias: 1144
  grt.total_usage_pct: 10.9
placement:
  portBuffers: 9
  dp.final_hpwl_um: 2000
  gp_congestion: 0.858
clock_tree:
  ctsRootBufferMaster: "clkbuf_8"
  ctsResizeCount: 0
  clkSinkCount: 37
  htree_levels: 2
  ctsHoldBuffers: 0
  postCtsSetupBuffers: 0
  clk_latency_ps: 290
  clockBufferDepth: 2
  numCtsBuffers: 5
  cts.reportedPaths.clkPinSlew_ps: 70
  tritoncts: "built"
floorplanning:
  die_h_um: 78.0
  io-pin-count: 10
  initial_core_util_pct: 31.3
  coreArea_um2: 5540
  fp-row-count: 27
  die_width_um: 78.0
  die-area_um2: 6080
worst_hold_path:
  hold_depth: 0
  hp-class: "register to register"
final_layout:
  final_layout_size_suffix_gt1_share_pct: 8.24
  syn2layout_area_growth_pct: 12.1
  final_util_pct: 35.0
  n_fill_cell: 568
status:
  status: "completed"
==> metrics by stage <==
step / instances / worst slack [ps] / instance area [µm²] / hold slack [ps] / total power (W)
floorplan: 171 / 1010 / 1740 / 310 / 0.000617
global placement: 246 / 938 / 1850 / 314 / 0.000628
detailed placement: 246 / 904 / 1850 / 320 / 0.000627
finish: 254 / 865 / 1940 / 327 / 0.000984
CTS: 254 / 869 / 1940 / 329 / 0.000996
global route: 254 / 738 / 1940 / 334 / 0.00103
==> synthesized netlist by cell type (all sizes together) (3+ instances only) <==
cell	count	area [µm²]
xnor2	14	123
inv	5	18.8
o31ai	3	22.5
edfxtp	13	390
nand2	10	37.5
nor2	24	90.1
o21ai	3	18.8
nand3	11	55.1
nor3	8	40.0
xor2	6	52.6
ha	4	50.1
and3	4	25.0
dfxtp	24	480
nand4	5	46.3
nor4	5	37.5
and2	3	20.0
buf	6	55.1
==> sequential cells by signal, summed over array words and instances (netlist names) <==
register / count
U_but_cnt255.CNTVAL: 8
U_but_in_out.buttonIn0R: 1
U_but_in_out.buttonIn1R: 1
U_but_in_out.buttonIn2R: 1
U_but_in_out.buttonIn3R: 1
U_but_in_out.buttonOutR: 1
U_but_in_out.button_in_d1R: 1
U_but_in_out.button_in_d2R: 1
U_but_in_out.counterR: 20
U_nedge.NEDGE_O: 1
U_nedge.R1_in: 1
==> per-layer routing <==
metal / routed length (µm) / track usage (%) / share of wire, %
met5: 0 / 0 / 0
met4: 43 / 1.30 / 1.5
met3: 106 / 2.87 / 3.7
met1: 1430 / 16.3 / 51
met2: 1250 / 16.8 / 44
==> critical path, cell delays in order, from the launching register on <==
cell	delay, ps
dfxtp_1	350
nor3_1	320
nand3_1	160
or3_1	420
nor4b_2	280
==> cell type report <==
class	count	area [µm²]	share of cell area, %
clock buffers	5	68.8	3.55
clock inverters	3	17.5	0.903
inverters	5	18.8	0.967
multi-input cells	122	777	40.0
flip-flops and latches	37	871	44.9
well taps	72	90.1	4.64
repair buffers	10	97.6	5.03
==> kinds of logic after synthesis <==
logic type | share of synthesized area, %
other | 0.217
AND/OR/NAND/NOR | 26.2
AND-OR/OR-AND | 5.27
adder cells (fa/ha/maj) | 2.89
buffers and inverters | 5.06
XOR/XNOR | 10.1
flip-flops | 50.3
==> power groups by stage <==
stage | combinational [W] | sequential, W | clock, W
4_1_cts | 0.0000240 | 0.000591 | 0.000381
5_1_grt | 0.0000284 | 0.000592 | 0.000406
6_report | 0.0000237 | 0.000591 | 0.000370
==> path summary, 6_finish.rpt <==
kind	from	to	slack [ps]
worst max-delay path	U_but_in_out.counterR[13]	U_but_in_out.buttonIn1R	860
worst max register to register	U_but_in_out.counterR[13]	U_but_in_out.buttonIn1R	860
worst min register to register	U_but_in_out.button_in_d1R	U_but_in_out.button_in_d2R	330
worst min-delay path	U_but_in_out.button_in_d1R	U_but_in_out.button_in_d2R	330
==> placed cells by master, fill, tap and decap left out, types with 3 or more instances in the layout <==
master and count:
inv_1 5, nor4_1 4, clkbuf_8 5, xor2_1 6, ha_1 4, nor3_1 8
nand2_1 10, dfxtp_1 24, nand4_1 4, nor2_1 24, xnor2_1 14, and3_1 4
nand3_1 11, edfxtp_1 13, clkdlybuf4s50_1 9, o31ai_1 3
Power is estimated from default activity; no workload was simulated.
